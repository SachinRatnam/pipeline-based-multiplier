### design/flow/run.sh
#!/bin/bash
# OpenROAD 26Q1-2900-gdf79404cd8, Yosys 0.63+post, stock flow scripts
make -C /OpenROAD-flow-scripts/flow DESIGN_CONFIG=/design/flow/config.mk WORK_HOME=/design/flow/orfs finish
### design/flow/config.mk
export PLATFORM = sky130hd
export DESIGN_NAME = pipelined_multiplier
export DESIGN_NICKNAME = pipelined_multiplier
export VERILOG_FILES = /design/flow/design.v
export SDC_FILE = /design/flow/constraint.sdc
export NUM_CORES = 4
export LEC_CHECK = 1
export CORE_AREA = 10 10 88 88
export DIE_AREA = 0 0 98 98
### design/flow/constraint.sdc
current_design pipelined_multiplier

set clk_period 2.1
set clk_io_pct 0.2

create_clock -name clk0 -period $clk_period [get_ports {clk}]

set non_clock_inputs [all_inputs -no_clocks]
set_input_delay [expr $clk_period * $clk_io_pct] -clock clk0 $non_clock_inputs
set_output_delay [expr $clk_period * $clk_io_pct] -clock clk0 [all_outputs]
### design/flow/design.v
`timescale 1ns / 1ps
module pipelined_multiplier(x,y,z,clk);
	input [3:0]x,y;                                                                                    
	input clk; 
	output [7:0]z;                
	wire [3:0]PP1,PP2,PP3,PP4;                                                      
	wire [3:0]s1,s2,s3;
	wire c1,c2,c3;
	reg L1_13,L1_12,L1_11,L1_10,L1_9,L1_8,L1_7,L1_6,L1_5,L1_4,L1_3,L1_2,L1_1,L1_0;        
	reg L2_10,L2_9,L2_8,L2_7,L2_6,L2_5,L2_4,L2_3,L2_2,L2_1,L2_0;                
	reg L3_7,L3_6,L3_5,L3_4,L3_3,L3_2,L3_1,L3_0;                                        
	assign PP1 = x & {4{y[0]}};                    
	assign PP2 = x & {4{y[1]}};                 
	assign PP3 = x & {4{y[2]}};              
	assign PP4 = x & {4{y[3]}};            
	RCA A1({1'b0,PP1[3:1]},PP2,s1,c1);       
	RCA A2({L1_5,L1_4,L1_3,L1_2},{L1_9,L1_8,L1_7,L1_6},s2,c2);                
	RCA A3({L2_10,L2_9,L2_8,L2_7},{L2_6,L2_5,L2_4,L2_3},s3,c3);            
	assign z = {L3_7,L3_6,L3_5,L3_4,L3_3,L3_2,L3_1,L3_0};
	always @(posedge(clk))                                           
		{L1_13,L1_12,L1_11,L1_10,L1_9,L1_8,L1_7,L1_6,L1_5,L1_4,L1_3,L1_2,L1_1,L1_0} <= {PP4,PP3,c1,s1,PP1[0]};
	always @(posedge(clk))                                       
		{L2_10,L2_9,L2_8,L2_7,L2_6,L2_5,L2_4,L2_3,L2_2,L2_1,L2_0} <= {L1_13,L1_12,L1_11,L1_10,c2,s2,L1_1,L1_0};
	always @(posedge(clk))                                    
		{L3_7,L3_6,L3_5,L3_4,L3_3,L3_2,L3_1,L3_0} <= {c3,s3,L2_2,L2_1,L2_0};
endmodule
module RCA(a,b,sum,cout);
	input [3:0]a,b;
	output [3:0]sum;
	output cout;
	wire t1,t2,t3;
	Halfadder HA(a[0],b[0],sum[0],t1);                                                       
	Fulladder FA1(a[1],b[1],t1,sum[1],t2);                                              
	Fulladder FA2(a[2],b[2],t2,sum[2],t3);                                            
	Fulladder FA3(a[3],b[3],t3,sum[3],cout);                                      
endmodule
module Fulladder(a,b,cin,sum,cout);
	input  a,b,cin;
	output sum,cout;
	wire   w1,w2,w3;
	Halfadder HA1(a,b,w1,w2); 
	Halfadder HA2(w1,cin,sum,w3);
	assign cout=w2|w3;
endmodule
module Halfadder(a,b,sum,cout);
	input  a,b;
	output sum,cout;
	assign sum=a^b;
	assign cout=a&b;
endmodule
==> impl_metrics.env <==
# implementation run metrics
export IMPL_timing_hold_worst_class="flip-flop to flip-flop"
export IMPL_total_leakage_power_nw=0.5960
export IMPL_antenna_found_initial=0
export IMPL_ir_drop_uv=284.7
export IMPL_max_stage_delay_ns=0.42
export IMPL_core_area_sq_um=5921
export IMPL_detail_route_antenna_diodes=0
export IMPL_globalRouteOverflowTotal=0
export IMPL_routedWlPerCell_um=7.953
export IMPL_ctsRootBufferMaster="sky130_fd_sc_hd__clkbuf_8"
export IMPL_ctsHtreeMaxLevel=2
export IMPL_hold_viol_final=0
export IMPL_post_synth_cell_area_avg_sq_um=13.53
export IMPL_filler_cell_count=620
export IMPL_remaining_drc_errors=0
export IMPL_io_pins=17
export IMPL_wire_length_of_the_first_global_routing_pass_mm=2.408
export IMPL_detailroute_via_count=485
export IMPL_post_cts_resized=0
export IMPL_drt_pass1_iterations=2
export IMPL_cts_path_max_buffers=2
export IMPL_numPlacedInstances=165
export IMPL_initial_core_util=0.1805
export IMPL_crit_path_cell_trace="clkdlybuf4s50_1, and2_1, ha_1, fa_1, fa_2, ha_1"
export IMPL_globalplace_congestion=0.7420
export IMPL_dpl_instance_area_sq_um=1285
export IMPL_first_global_vias=537
export IMPL_globalRouteTotalUtil=0.03066
export IMPL_detailed_place_hpwl_mm=1.115
export IMPL_number_of_clock_sinks=33
export IMPL_timing_max_slew_rel_slack=0.9141
export IMPL_final_layout_size_suffix_gt1_frac=0.1042
export IMPL_synth_area_sq_um=1069
export IMPL_max_clock_freq_ghz=0.4948
export IMPL_critPathMostFrequentCell="sky130_fd_sc_hd__ha_1"
export IMPL_postCtsSetupRepairBufs=0
export IMPL_yosys_cell_types_count=6
export IMPL_xor_share=0
export IMPL_die_height_um=98
export IMPL_synth_adder_area_share=0.1967
export IMPL_chipWidth_um=98
export IMPL_cts_made_buffers=5
export IMPL_cp_arrival_ns=2.18
export IMPL_simple_gate_area_frac=0.09368
export IMPL_postRouteWirelength_mm=1.360
export IMPL_area_growth_syn_to_layout_pct=27.87
export IMPL_openroad_warnings=25
export IMPL_layout_worst_path_cycle_share=0.9625
export IMPL_proportion_of_synthesized_chip_area_in_sequential_cells=0.6183
export IMPL_rows=28
export IMPL_power_density_nw_per_um2=917.4
export IMPL_finalClockSkew_ns=0.005284
export IMPL_synthesis_instances=79
export IMPL_worst_path_max_fanout=2
export IMPL_critical_path_buf_inv_count=1
export IMPL_worst_setup_hold_path_clk_slew_ns=0.06
export IMPL_antenna_violating_nets_post_route=0
export IMPL_ff2ff_setup_slack_ns=0.14
export IMPL_count_of_port_buffers_added_during_placement=16
export IMPL_cts_tree="built"
export IMPL_period_minus_slack_ns=2.021
export IMPL_worstSetupEndpointType="flip-flop"
export IMPL_drtIter0Drc=6
export IMPL_unrepaired_setup_endpoints_after_global_routing="false"
export IMPL_crit_path_start_kind="primary input"
export IMPL_report_final_setup_viol=0
export IMPL_final_design_area_no_fill_sq_um=1366
export IMPL_topCombFamilyByArea="adder cells"
export IMPL_timing_max_cap_violations=0
export IMPL_tightestPinTransition_ns=0.1286
export IMPL_viasPerCell=2.836
export IMPL_synthesized_area_fraction_occupied_by_ao_oa_aoi_and_oai_cells=0
export IMPL_critical_path_top_delay_family="adder cells"
export IMPL_yosys_warnings=1
export IMPL_synth_seq_cells=33
export IMPL_yosys_stat_area_sq_um=1069
export IMPL_muxShareOfSynthArea=0
export IMPL_ys_cells=79
export IMPL_ctsHoldBuffers=0
export IMPL_cp_data_required_time_ns=2.25
export IMPL_clock_insertion_delay_worst_skew_ns=0.27
export IMPL_run_status="complete, no violations"
export IMPL_die_area_sq_um=9604
export IMPL_criticalPathCategory="primary input to flip-flop"
export IMPL_crit_slowest_cell="sky130_fd_sc_hd__clkdlybuf4s50_1"
export IMPL_grt_start_max_net_pins=10
export IMPL_drv_slew=0
export IMPL_finalNonFillerCells=171
Yosys cell counts:
cell type                  n  area share
sky130_fd_sc_hd__inv_1    10       0.035
sky130_fd_sc_hd__ha_1      4       0.047
sky130_fd_sc_hd__buf_4     8       0.056
sky130_fd_sc_hd__fa_1      8        0.15
sky130_fd_sc_hd__dfxtp_1  33        0.62
sky130_fd_sc_hd__and2_1   16       0.094
cell type report:
cell class | count | area [sq um] | share of cell area
tap | 75 | 93.84 | 0.06868
clock buffer | 5 | 68.82 | 0.05037
multi-input combinational | 28 | 312.8 | 0.2289
timing repair buffer | 19 | 187.7 | 0.1374
inverter | 10 | 37.54 | 0.02747
clock inverter | 1 | 5.005 | 0.003663
sequential | 33 | 660.6 | 0.4835
power breakdown:
part | switching (mW) | internal [mW] | total, mW | leakage (nW)
clock | 0.186 | 0.217 | 0.403 | 0.0399
combinational | 0.0362 | 0.0916 | 0.128 | 0.281
sequential | 0.0208 | 0.702 | 0.722 | 0.276
total | 0.243 | 1.01 | 1.25 | 0.596
layer usage:
metal / GRT usage / vias to the layer above / share of wire
li1: - / 257 / -
met1: 0.03418 / 209 / 0.43
met2: 0.04569 / 14 / 0.41
met3: 0.02205 / 5 / 0.13
met4: 0.008949 / 0 / 0.024
met5: 0 / - / 0
kinds of logic (layout without fill, tap and decap cells):
kind of cell	count (synthesis)	count (layout)
DFF	33	33
buffers and inverters	18	35
and+or+nand+nor	16	16
adders and majority gates	12	12
placed cells by master, fill, tap and decap left out:
master,n
sky130_fd_sc_hd__buf_4,3
sky130_fd_sc_hd__dfxtp_1,33
sky130_fd_sc_hd__clkinv_2,1
sky130_fd_sc_hd__dlymetal6s2s_1,2
sky130_fd_sc_hd__clkdlybuf4s50_1,14
sky130_fd_sc_hd__clkbuf_8,5
sky130_fd_sc_hd__inv_1,10
sky130_fd_sc_hd__fa_2,1
sky130_fd_sc_hd__ha_1,4
sky130_fd_sc_hd__fa_1,7
sky130_fd_sc_hd__and2_1,16
worst register-to-register path: cells and delay by family (launching register included):
family / cells / cell delay (ns)
buffers and inverters: 2 / 0.15
DFF: 1 / 0.30
adders and majority gates: 4 / 1.47
per-stage QoR:
step           power [mW]  worst slack, ns  hold WS [ns]  TNS (ns)    util
2_1_floorplan      0.8116           0.1966        0.3096         0       -
3_3_place_gp       0.8709          -0.2629        0.3134   -0.5119  0.2170
3_5_place_dp       0.8714          -0.2810        0.3121   -0.5406  0.2170
4_1_cts             1.285         0.009806        0.3252         0  0.2295
5_1_grt             1.333          0.02605        0.3289         0  0.2308
6_report            1.253          0.07883        0.3205         0  0.2308
worst paths after layout:
kind                             from  cells past startpoint     to
worst max-delay path             x[1]                      6   L1_4
worst min-delay path            L1_13                      0  L2_10
worst max register to register   L2_7                      6   L3_6
worst min register to register  L1_13                      0  L2_10
Power is estimated from default activity; no workload was simulated.
